==> design/flow/design.v <==
module ID2EX(
    input clk, rst, flush, 
    input AluSrc1_In, AluSrc2_In, RegWrite_In, Branch_In, Jump_In, MemWrite_In, MemRead_In, Sign_In,
    input [31:0] PC_In, DataBusA_In, DataBusB_In, Imm_In,
    input [4:0] Rd_In, Rt_In, Rs_In, Shamt_In, 
    input [5:0] ALUFun_In, 
    input [2:0] PCSrc_In, 
    input [1:0] RegDst_In, MemtoReg_In, 
    output reg AluSrc1_Out, AluSrc2_Out, RegWrite_Out, Branch_Out, Jump_Out, MemWrite_Out, MemRead_Out, Sign_Out,
    output reg [31:0] PC_Out, DataBusA_Out, DataBusB_Out, Imm_Out,
    output reg [4:0] Rd_Out, Rt_Out, Rs_Out, Shamt_Out, 
    output reg [5:0] ALUFun_Out, 
    output reg [2:0] PCSrc_Out, 
    output reg [1:0] RegDst_Out, MemtoReg_Out
);
    always @(posedge clk or posedge rst) begin
        if (rst) begin
            AluSrc1_Out <= 0;
            AluSrc2_Out <= 0;
            RegWrite_Out <= 0;
            Branch_Out <= 0;
            Jump_Out <= 0;
            MemWrite_Out <= 0;
            MemRead_Out <= 0;
            Sign_Out <= 0;
            PC_Out <= 0;
            DataBusA_Out <= 0;
            DataBusB_Out <= 0;
            Imm_Out <= 0;
            Rd_Out <= 0;
            Rt_Out <= 0;
            Rs_Out <= 0;
            ALUFun_Out <= 0;
            PCSrc_Out <= 0;
            RegDst_Out <= 0;
            MemtoReg_Out <= 0;
            Shamt_Out <= 0;
        end else if (flush) begin
            AluSrc1_Out <= 0;
            AluSrc2_Out <= 0;
            RegWrite_Out <= 0;
            Branch_Out <= 0;
            Jump_Out <= 0;
            MemWrite_Out <= 0;
            MemRead_Out <= 0;
            Sign_Out <= 0;
            PC_Out <= {PC_Out[31], {31{1'b0}}};
            DataBusA_Out <= 0;
            DataBusB_Out <= 0;
            Imm_Out <= 0;
            Rd_Out <= 0;
            Rt_Out <= 0;
            Rs_Out <= 0;
            ALUFun_Out <= 0;
            PCSrc_Out <= 0;
            RegDst_Out <= 0;
            MemtoReg_Out <= 0;
            Shamt_Out <= 0;
        end else begin
            AluSrc1_Out <= AluSrc1_In;
            AluSrc2_Out <= AluSrc2_In;
            RegWrite_Out <= RegWrite_In;
            Branch_Out <= Branch_In;
            Jump_Out <= Jump_In;
            MemWrite_Out <= MemWrite_In;
            MemRead_Out <= MemRead_In;
            Sign_Out <= Sign_In;
            PC_Out <= PC_In;
            DataBusA_Out <= DataBusA_In;
            DataBusB_Out <= DataBusB_In;
            Imm_Out <= Imm_In;
            Rd_Out <= Rd_In;
            Rt_Out <= Rt_In;
            Rs_Out <= Rs_In;
            ALUFun_Out <= ALUFun_In;
            PCSrc_Out <= PCSrc_In;
            RegDst_Out <= RegDst_In;
            MemtoReg_Out <= MemtoReg_In;
            Shamt_Out <= Shamt_In;
        end
    end
endmodule
==> design/flow/run.sh <==
#!/bin/bash
# OpenROAD 26Q1-2900-gdf79404cd8, Yosys 0.63+post, stock flow scripts
make -C /OpenROAD-flow-scripts/flow DESIGN_CONFIG=/design/flow/config.mk WORK_HOME=/design/flow/orfs finish
==> design/flow/config.mk <==
export PLATFORM = sky130hd
export DESIGN_NAME = ID2EX
export DESIGN_NICKNAME = ID2EX
export VERILOG_FILES = /design/flow/design.v
export SDC_FILE = /design/flow/constraint.sdc
export NUM_CORES = 4
export LEC_CHECK = 1
export CORE_UTILIZATION = 30
==> design/flow/constraint.sdc <==
current_design ID2EX

set clk_period 1.5
set clk_io_pct 0.2

create_clock -name clk0 -period $clk_period [get_ports {clk}]

set non_clock_inputs [all_inputs -no_clocks]
set_input_delay [expr $clk_period * $clk_io_pct] -clock clk0 $non_clock_inputs
set_output_delay [expr $clk_period * $clk_io_pct] -clock clk0 [all_outputs]
==> impl_metrics.py <==
# Metrics from the implementation run
metrics = {
    "placement": {
        "placed_cell_area_um2": 9130,
        "gp_congestion": 0.823,
        "port_buffers": 340,
        "dpl.hpwl_um": 10600,
    },
    "grt": {
        "antenna_found_initial": 0,
        "grt_pass1_vias": 3857,
        "gr-total-overflow": 0,
        "track_usage": 0.157,
        "grt_pass1_wl_um": 21000,
        "grt_start_max_net_pins": 79,
    },
    "yosys": {
        "ys.flops": 169,
        "top_area_frac": 0.785,
        "ys_seq_share": 0.785,
        "synth.distinct_cells": 6,
        "syn_inst": 357,
        "mux_share": 0.00209,
        "ys_sh_aoi": 0,
        "synth.avg_cell_area_um2": 15.1,
        "simple_gate_share": 0.195,
        "syn_area_um2": 5390,
        "top_cells_by_area": "dfrtp_1, nor2b_1, buf_2",
        "ys_warn_count": 1,
        "yosys-stat-cells": 357,
        "synthXorXnorAreaFrac": 0,
        "top_area_cell": "dfrtp_1",
        "ys_top_logic_family": "simple AND/OR/NAND/NOR gates",
        "fa_ha_area_frac": 0,
        "yosys-stat-area_um2": 5390,
    },
    "critical_path": {
        "crit_fanout": 1,
        "worstSetupEndpointType": "output port",
        "start_kind": "flop",
        "arrival_ns": 1.03,
        "max_stage_delay_ns": 0.36,
        "rrSetupSlack_ns": 0.76,
        "path_buffers": 1,
        "cpLargestDelayFamily": "flip-flops",
        "path_cells": "dlygate4sd2_1",
        "crit_type": "reg -> out",
        "required_ns": 1.20,
        "crit_slowest_cell": "dfrtp_1",
    },
    "clocking": {
        "clock_sinks": 169,
        "post_cts_buffers": 0,
        "htree_levels": 4,
        "cts_root_buf": "clkbuf_16",
        "cts_buffers": 17,
        "cts_tree": "yes",
        "clockBufferDepth": 2,
        "clk_latency_ns": 0.41,
        "path_clk_slew_ns": 0.06,
    },
    "worst_hold_path": {
        "hold_class": "in -> reg",
    },
    "final_timing": {
        "tightestPinTransition_ns": 0.424,
        "finalHoldViolCount": 0,
        "maxSlewViolCount": 0,
        "final.setup_skew_ns": 0,
        "max_freq_ghz": 0.750,
        "final-setup-viol-count": 0,
        "period_used_share": 0.889,
        "period_needed_ns": 1.33,
        "slew_headroom": 0.718,
        "rsz0062_at_grt": "false",
    },
    "pwr": {
        "power_w": 0.0100,
        "leakage_nw": 4.77,
        "peakVddDrop_mv": 0.745,
        "p_per_area_nw_per_um2": 1060,
    },
    "floorplan": {
        "rows": 48,
        "floorplan.core_util": 0.309,
        "die_w_um": 136,
        "dieArea_um2": 18500,
        "dieHeight_um": 136,
        "io_pins": 341,
        "core-area_um2": 17400,
    },
    "detailed_routing": {
        "drt_pre_antenna_iters": 4,
        "viasPerCell": 3.97,
        "ant_nets": 0,
        "drc": 0,
        "via_count": 3747,
        "post_drt_wl_per_cell_um": 15.0,
        "drt_iter0_drc": 92,
        "diodes": 0,
        "drt-total-wl_um": 14200,
    },
    "final_layout": {
        "area_growth_pct": 76.3,
        "final_cell_area_um2": 9500,
        "drive_gt1_frac": 0.0557,
        "lay_top_count": "clkdlybuf4s50_1",
        "lay_top_cells": "clkdlybuf4s50_1, dfrtp_1, nor2b_1",
    },
    "flow_run": {
        "max-cap-violations": 0,
        "warnings": 26,
    },
    "status": {
        "status": "finished clean",
    },
}
## flip-flops by register name, indices dropped and copies added (netlist names), 6 cells and up
name          count
ALUFun_Out        6
PC_Out           32
DataBusB_Out     32
Imm_Out          32
DataBusA_Out     32
## layer usage
layer	global-route usage	share of wire
met1	0.205	0.37
met2	0.258	0.50
met3	0.0566	0.10
met4	0.0278	0.020
met5	0	0
## where the power goes
| group | switching [W] | internal [W] |
|---|---|---|
| Clock | 0.00170 | 0.00244 |
| Combinational | 0.000317 | 0.000753 |
| Sequential | 0.0000497 | 0.00479 |
| Total | 0.00207 | 0.00798 |
## cell usage after synthesis
cell type	n
buf_2	17
inv_1	1
buf_4	1
nor2b_1	168
dfrtp_1	169
mux2_2	1
## metrics by stage
step	hold slack, ns	util	setup TNS [ns]	cells	setup slack (ns)
after floorplan	0.438	-	-161.35	357	-0.955
after global placement	0.491	0.524	0	912	0.276
after detailed placement	0.498	0.524	0	912	0.304
after CTS	0.279	0.545	0	943	0.000185
after global routing	0.283	0.545	0	943	0.109
final	0.281	0.545	0	943	0.167
## final timing paths
check                                  startpoint                          to  cells after the start
hold reg to reg            PC_Out[31]$_DFFE_PP0N_      PC_Out[31]$_DFFE_PP0N_                      1
setup reg to reg           PC_Out[31]$_DFFE_PP0N_      PC_Out[31]$_DFFE_PP0N_                      1
max in group asynchronous                     rst  DataBusB_Out[23]$_DFF_PP0_                      4
min in group asynchronous                     rst        PC_Out[22]$_DFF_PP0_                      3
hold / removal                              flush     ALUFun_Out[3]$_DFF_PP0_                      2
setup / recovery              Rd_Out[2]$_DFF_PP0_                   Rd_Out[2]                      1
## repair_timing
item                                    4_1_cts  5_1_grt
hold buffers                                  0        0
resized                                     163        6
hold endpoints to repair                      0        0
endpoints found under the setup margin      163        6
pin swaps                                     0        0
## area by class of cell
cell class,instances,area [µm²]
clock buffers,19,433
inverters,1,7.51
fillers,1480,7920
flip-flops and latches,169,4230
repair buffers,348,3360
well taps,225,282
multi-input cells,169,1060
clock inverters,12,128
## cells by family (layout without fill, tap and decap cells)
family / Yosys count / count (layout)
flip-flops: 169 / 169
AND/OR/NAND/NOR: 168 / 168
buffers and inverters: 19 / 380
multiplexers: 1 / 1
Power figures rest on the tool's default switching activity, not on a simulated workload.
