==> flow/design.v <==
module ALU (
    input [31:0] in1, in2, 
    input [5:0] ALUFun,
    input sign, 
    output reg [31:0] out
);
    reg zero, overflow; 
    wire negative;
    reg [31:0] out00, out01, out10, out11;
    reg nega;
    assign negative = sign&nega;
    always @ (*) begin
        case (ALUFun[0])
            1'b0: begin
                out00 = in1 + in2;
                zero = (out00 == 1'b0)? 1'b1 : 1'b0;
                overflow = (sign&(in1[31]&in2[31]) ^ (in1[30]&in2[30])) | (~sign&(in1[31]&in2[31]));
                nega = out00[31];
            end
            1'b1: begin
                out00 = in1 + ~in2 + 32'b1;
                zero = (out00 == 1'b0)? 1'b1 : 1'b0;
                overflow = (sign&(in1[31]&in2[31]) ^ (in1[30]&in2[30])) | (~sign&(in1[31]&in2[31]));
                nega = out00[31];
            end
            default : out00 = 32'b0;
        endcase
        case (ALUFun[3:1])
            3'b001: out11 = zero ? 32'b1 : 32'b0;
            3'b000: out11 = zero ? 32'b0 : 32'b1;
            3'b010: out11 = nega ? 32'b1 : 32'b0;
            3'b110: out11 = (nega|zero) ? 32'b1 : 32'b0;         
            3'b100: out11 = (~in1[31]) ? 32'b1 : 32'b0;          
            3'b111: out11 = (~in1[31]&~zero) ? 32'b1 : 32'b0;    
            default : out11 = 32'b0;
        endcase
        case (ALUFun[3:0])
            4'b1000: out01 = in1 & in2;
            4'b1110: out01 = in1 | in2;
            4'b0110: out01 = in1 ^ in2;
            4'b0001: out01 = ~(in1 | in2);
            4'b1010: out01 = in1;
            default : out01 = 32'b0;
        endcase
        case (ALUFun[1:0])
            2'b00: begin                             
                        out10 = in2;
                        if (in1[4]) out10 = out10<<16;
                        if (in1[3]) out10 = out10<<8;
                        if (in1[2]) out10 = out10<<4;
                        if (in1[1]) out10 = out10<<2;
                        if (in1[0]) out10 = out10<<1;
                    end
            2'b01: begin                             
                        out10 = in2;
                        if (in1[4]) out10 = out10>>16;
                        if (in1[3]) out10 = out10>>8;
                        if (in1[2]) out10 = out10>>4;
                        if (in1[1]) out10 = out10>>2;
                        if (in1[0]) out10 = out10>>1;
                    end
            2'b11: begin                             
                        out10 = in2;
                        if (in1[4]) out10 = (out10>>16) | {{16{in2[31]}},{16{1'b0}}};
                        if (in1[3]) out10 = ((out10>>8) | {{8{in2[31]}},{24{1'b0}}});
                        if (in1[2]) out10 = (out10>>4) | {{4{in2[31]}},{28{1'b0}}};
                        if (in1[1]) out10 = (out10>>2) | {{2{in2[31]}},{30{1'b0}}};
                        if (in1[0]) out10 = (out10>>1) | {{1{in2[31]}},{31{1'b0}}};
                    end
            default : out10 = 32'b0;
        endcase
        case(ALUFun[5:4])
            2'b00: out = out00;
            2'b01: out = out01;
            2'b10: out = out10;
            2'b11: out = out11;
            default: out<= 32'b0;
        endcase
    end
endmodule
==> flow/run.sh <==
#!/bin/bash
# OpenROAD 26Q1-2900-gdf79404cd8, Yosys 0.63+post, stock flow scripts
make -C /OpenROAD-flow-scripts/flow DESIGN_CONFIG=/design/flow/config.mk WORK_HOME=/design/flow/orfs finish
==> flow/config.mk <==
export PLATFORM = sky130hd
export DESIGN_NAME = ALU
export DESIGN_NICKNAME = ALU
export VERILOG_FILES = /design/flow/design.v
export SDC_FILE = /design/flow/constraint.sdc
export NUM_CORES = 4
export LEC_CHECK = 1
export CORE_UTILIZATION = 30
==> flow/constraint.sdc <==
current_design ALU

set clk_period 28.8
set clk_io_pct 0.2

create_clock -name clk0 -period $clk_period

set non_clock_inputs [all_inputs -no_clocks]
set_input_delay [expr $clk_period * $clk_io_pct] -clock clk0 $non_clock_inputs
set_output_delay [expr $clk_period * $clk_io_pct] -clock clk0 [all_outputs]
==> run_results.csv <==
group,metric,value,unit
run_status,run_status,"finished, final reports clean",
worst_setup_path,start_kind,"input pin",
synth,top_cells_by_count,"a21oi_1 (228), nor2_1 (196), nand2_1 (173)",
synth,synth.most_common_cell,"a21oi_1",
place,dp_hpwl,40000,um
final_timing,timing.final.hold_violations,0,
synth,yosys_warnings,1,
global_routing,grt_start_max_net_pins,82,
worst_setup_path,crit_buf_inv,5,
worst_setup_path,required,23.04,ns
synth,ys_types,81,
global_routing,first_global_vias,11700,
synth,synth_largest_type_area_fraction,11.9,%
final_timing,hold_slack,12.63,ns
detailed_routing,vias,13000,
synth,synthTopCellsByArea,"ha_1 (12%), a21oi_1 (11%), nor2_1 (7.3%)",
final_timing,fin_crit,17.49,ns
synth,avgSynthCellArea,6.11,um^2
worst_setup_path,slowest_stage,"ha_1",
clock_network,cts_setup_buffers,0,
worst_setup_path,cp.depth,18,
synth,yosysChipArea,10100,um^2
pwr,peakVddDrop,0.0000107,V
job,max-cap-violations,0,
worst_setup_path,critPathArrivalTime,11.73,ns
detailed_routing,ant_nets,0,
floorplanning,ioPinCount,103,
pwr,powerDensity,21.9,nW/um^2
hold_path,hold_path_depth,4,
final_timing,slew_violations,0,
pwr,p_leak,4.53,nW
detailed_routing,firstDrtPassIters,9,
detailed_routing,drt-total-wl,52300,um
job,warnings,97,
worst_setup_path,worstSetupStartpoint,"in1[4]",
place,port_buffers,102,
finish,fillers,3695,
finish,nClkBuffers,0,
finish,drive_gt1_share,4.78,%
synth,syn_area,10100,um^2
global_routing,gr-total-overflow,0,
floorplanning,fp-row-count,66,
pwr,finalPower,249,uW
final_timing,rsz0062_at_grt,"false",
detailed_routing,drt_iter0_drc,1710,
worst_setup_path,end_kind,"primary output",
finish,comb_area,9220,um^2
finish,regArea,0,um^2
synth,syn_inst,1655,
detailed_routing,wl_per_cell,25.0,um
hold_path,hold_path.class,"input pin to primary output",
final_timing,clock.fmax,57.2,MHz
worst_setup_path,worstSetupPathType,"input pin to primary output",
floorplanning,chip_area,34400,um^2
finish,area_growth,12.4,%
detailed_routing,via_per_inst,6.22,
floorplanning,die_x,186,um
final_timing,tightest_slew,0.990,ns
place,place_congestion,1.03,
finish,seq_cell_count,0,
finish,fin_util,34.6,%
worst_setup_path,path_max_fanout,71,
final_timing,fin_ws,11.31,ns
place,place_ws,11.41,ns
final_timing,slew_headroom,33.6,%
worst_setup_path,crit_path_end,"out[0]",
global_routing,grt_pass1_wl,76800,um
detailed_routing,antenna_cells,0,
final_timing,finalCritPeriodShare,60.7,%
global_routing,grt_use_total,30.4,%
clock_network,cts_resized,0,
final_timing,finalSetupViolations,0,
synth,yosys_cells,1655,
floorplanning,fp-utilization,30.8,%
worst_setup_path,cpLargestDelayFamily,"simple AND/OR/NAND/NOR gates",
worst_setup_path,crit_path_max_incr_delay,0.66,ns
clock_network,cts_hold_buf,0,
synth,ys_seq_share,0,%
floorplanning,core-area,32900,um^2
global_routing,antenna_found_initial,2,
synth,synth_area_leader_cell,"ha_1",
floorplanning,die-height,186,um
worst_setup_path,critical_path.cell_chain,"buf_2 > buf_4 > inv_1 > buf_4 > ha_1 > nor2_1 > a2111oi_0 > o41ai_2 > o21a_1 > or2_2 > xnor2_1 > or4_1 > or4_1 > nor4_1 > a41o_2 > mux2i_1 > nor4_2 > clkdlybuf4s50_1",
detailed_routing,route.detailed.drc,0,
final_timing,tns,0,ns
how the worst min path moves through the flow:
| stage | start | to | slack [ns] |
|---|---|---|---|
| CTS | ALUFun[0] | out[17] | 12.65 |
| global route | ALUFun[0] | out[29] | 12.69 |
| finish | ALUFun[0] | out[17] | 12.63 |
worst min-delay path, stage by stage:
cell	delay, ns
buf_2	0.31
a22oi_1	0.24
o21ai_0	0.11
clkdlybuf4s50_1	0.41
routing by layer:
layer	vias to the layer above	wire length [um]	share of wire (%)	global-route usage (%)
met1	6086	22900	44	43.2
met2	712	22100	42	45.3
met3	86	5350	10	6.90
met5	-	9	0.017	0
li1	6130	-	-	-
met4	2	1940	3.7	9.64
cell usage in the layout (no fill, tap or decap), drive strengths merged, types with 6 or more instances in the layout:
| cell type | instances |
|---|---|
| a31oi | 27 |
| o2111ai | 6 |
| a211oi | 25 |
| mux2i | 50 |
| o31ai | 18 |
| a221oi | 6 |
| nand3 | 32 |
| nor4 | 13 |
| a21oi | 230 |
| mux2 | 6 |
| nor3 | 33 |
| mux4 | 9 |
| o22a | 6 |
| clkdlybuf4s50 | 96 |
| a22oi | 6 |
| o21ai | 138 |
| o211ai | 29 |
| inv | 103 |
| or2 | 7 |
| nor2b | 11 |
| nor2 | 196 |
| buf | 34 |
| ha | 96 |
| o21bai | 8 |
| a211o | 7 |
| xnor2 | 57 |
| and3 | 10 |
| o211a | 6 |
| a41oi | 7 |
| o21a | 12 |
| a221o | 16 |
| a222oi | 33 |
| and2 | 7 |
| o22ai | 10 |
| nand4 | 16 |
| nand2b | 7 |
| a21o | 25 |
| nand2 | 173 |
layout make-up:
type	count	area share [%]
tap	442	4.87
multi-input combinational	1418	81.1
inverter	103	3.40
timing repair buffer	130	10.6
logic make-up (layout without fill, tap and decap cells):
group	Yosys count	after routing	share of synthesized area (%)
AOI/OAI and AO/OA	660	660	42.2
adders and majority gates	98	98	12.3
and+or+nand+nor	533	533	23.6
muxes	65	65	7.63
xor gates and xnor gates	62	62	5.37
buffers and inverters	237	233	8.95
through the flow:
stage,instances,instance area (um^2)
3_3_place_gp,2093,11400
5_1_grt,2093,11400
3_5_place_dp,2093,11400
6_report,2093,11400
2_1_floorplan,1655,10100
4_1_cts,2093,11400
power breakdown:
group	switching [mW]	total, mW	internal, mW
clock	0	0	0
combinational	0.158	0.249	0.0906
sequential	0	0	0
total	0.158	0.249	0.0906
Power and IR drop assume default switching activity.
