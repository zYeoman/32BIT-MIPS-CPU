--- ./design.v ---
module Register (
    input clk, rst,
    input RegWrite, 
    input [4:0] r1, r2, w,  
    input [31:0] wdata,  
    output [31:0] rdata1, rdata2
);
    reg [31:0] Reg[31:1];  
    integer i;
    assign rdata1 = (r1==5'b0) ? 32'b0 : Reg[r1];  
    assign rdata2 = (r2==5'b0) ? 32'b0 : Reg[r2];
    always @ (posedge clk or posedge rst) begin
        if (rst)                                
            for(i=1;i<32;i=i+1) Reg[i]<=32'b0;   
        else if ( RegWrite && ~(w==5'b0) )       
                Reg[w] <= wdata;
    end
endmodule
--- ./run.sh ---
#!/bin/bash
# OpenROAD 26Q1-2900-gdf79404cd8, Yosys 0.63+post, stock flow scripts
make -C /OpenROAD-flow-scripts/flow DESIGN_CONFIG=/design/flow/config.mk WORK_HOME=/design/flow/orfs finish
--- ./config.mk ---
export PLATFORM = sky130hd
export DESIGN_NAME = Register
export DESIGN_NICKNAME = Register
export VERILOG_FILES = /design/flow/design.v
export SDC_FILE = /design/flow/constraint.sdc
export NUM_CORES = 4
export LEC_CHECK = 1
export CORE_UTILIZATION = 50
--- ./constraint.sdc ---
current_design Register

set clk_period 10.7
set clk_io_pct 0.2

create_clock -name clk0 -period $clk_period [get_ports {clk}]

set non_clock_inputs [all_inputs -no_clocks]
set_input_delay [expr $clk_period * $clk_io_pct] -clock clk0 $non_clock_inputs
set_output_delay [expr $clk_period * $clk_io_pct] -clock clk0 [all_outputs]
==> Changelog: implementation <==
## Flow update

- Status: finished clean
- CTS Sinks: 992
- Comb pwr share: 0.136
- RSZ-0062 raised after global routing: false
- CP peak stage delay: between 0.9 and 1 ns
- HP Class: register to register
- Tcrit/Tclk final: 0.835
- WP data arrival: between 6 and 7 ns
- Slew Limit Fails: 0
- H-tree lvl count: 3
- Post-synthesis cell count: roughly 4.2k
- DRT antenna net count: 0
- Area of the mapped netlist: between 0.04 and 0.05 mm²
- Global-route wire length before repair: 342000 µm
- Gr usage total: 0.525
- Placed insts: 5391
- Number of warnings issued by yosys: 2
- Hold path start: Reg[25][25]
- DIE HEIGHT: 316 µm
- Wirelength per Cell: roughly 44 µm
- Final Hold Fails: 0
- Worst-path maximum fanout: 19
- Flip-flops with a built-in enable: 0
- Final Power: between 10 and 15 mW
- Setup bufs post-CTS: 0
- Placed Area: ~0.052 mm²
- R2r setup slk: about 9.8 ns
- Top cells by area: dfrtp_1 50%, mux2_2 22%, a22oi_1 12%
- Reg2reg start: Reg[11][24]
- HPWL Detailed: 144000 µm
- Fin Clk Skew: 0 ns
- Die span in x: between 300 and 400 µm
- CTS Buf Count: approximately 110
- Row count: 114
- Clock buffer depth: 3
- Max reg flops: slightly below 1k
- Dominant flop cell: dfrtp_1
- # resized after CTS: 0
- Top flop regs: Reg (992)
- Cell Type Count: 62
- Pre-Place Util: 0.507
- Hold path cells: 1
- Cell Pwr Density: around 190 mW/mm²
- Worst path cell trace: clkdlybuf4s50_1 > nand2b_1 > nor2_4 > buf_4 > a22oi_1 > nand4_1 > nor2_1 > a21oi_1 > clkdlybuf4s50_1
- DRC: 0
- Hold EP: Reg[25][25]
- Final Cell Area: between 0.05 and 0.06 mm²
- Number of cells in Yosys stat: between 4k and 5k
- Register clock-pin slew on the reported worst setup and hold paths: about 0.06 ns
- Drt pass-1 iters: 14
- Vias per Instance: between 7 and 8
- Iter 0 DRT Violations: 5864
- Total wire length: 247000 µm
- Tool Warnings: 38
- Worst path most repeated cell: clkdlybuf4s50_1
- Clock network fraction of total power: 0.374
- Cell type with the largest total area: dfrtp_1
- Post-synth ARST share: 1.00
- Syn_area_per_cell: 11.7 µm²
- Reg2reg end: Reg[11][24]
- Final hold slack: ~0.52 ns
- Pleak: approximately 24 nW
- GPL Wtd Cong: roughly 1.0
- Peak VDD IR: 0.135 mV
- Layout cells sized above 1: 0.339
- R2R cell count: 1
- Dominant cell area share: 0.503
- Sw power: about 3.0 mW
- Required time worst endpoint: ~8.6 ns
- IO Port Bufs: 113
- Die area: between 0.09 and 0.1 mm²
- Final non-filler cell total: 5602
- Clock Tree Root: clkbuf_16
- Sequential power share: 0.490
- Largest net degree at the start of global routing: 121
- # IOs: 114
- # setup viols final: 0
- Hold buffers post-CTS: 0
- Max-capacitance violation count: 0
- Switching Fraction: 0.284
- CP max-delay cell: clkdlybuf4s50_1
- Yosys Chip Area: approximately 0.049 mm²
- GRT Residual Overflow: 0
- Internal: 7.62 mW
- Initial antenna violation count: 10
- Reg with most FFs: Reg
- Tmin final: 8.94 ns
- Number of global-route vias before repair: about 42k
- Slew margin rel.: 0.248
- Post-synth seq share: 0.503
- CTS tree: yes
- Synthesis-to-finish area growth: 13.9%
- CORE AREA: around 0.097 mm²
- Worst-margin pin slew: between 1 and 1.5 ns
- Worst Setup Path Type: input port to output port
- Critical path launch point type: input port
- FMAX: 0.112 GHz
- Via count: between 40k and 50k
- Seq cells post-synth: just under 1k
- Post-layout util: 0.578
- Crit. End Element: output port
- Worst skew pair latency: between 0.7 and 0.8 ns
-- cell usage in the layout, fill, tap and decap left out, types with 15 or more instances in the layout --
cell type and count:
nand2_1 191, mux2_1 26, clkdlybuf4s50_1 107, clkbuf_8 22, o21ai_0 16, nor2_4 70
a31oi_1 22, mux2_2 965, a21oi_1 162, diode_2 15, nand3_1 57, clkbuf_1 22
a22oi_1 810, a222oi_1 44, clkbuf_16 109, nor2_1 76, nand4_1 111, buf_4 211
nor3_1 54, bufinv_16 15, nor4_1 25, dfrtp_1 992, clkinv_2 18
-- cell usage after synthesis (4+ instances only) --
master,instances
dfrtp_1,992
mux2_2,965
a22oi_1,810
nand2_1,204
buf_2,190
clkbuf_1,186
a21oi_1,162
nor2_1,141
nand4_1,111
nand3_1,59
nor3_1,57
a222oi_1,44
buf_1,34
mux2_1,26
nor4_1,25
a31oi_1,22
buf_4,18
o21ai_0,16
nand2b_1,15
and3_1,12
nand3b_1,12
a221oi_1,9
mux2i_1,8
a22o_1,7
nor2b_1,7
a2111oi_0,6
nor3b_1,6
inv_1,5
nand4b_1,5
o211ai_1,5
or3_1,5
or3b_1,5
a221o_1,4
nor2_2,4
-- cell type report --
class	count	area, µm²
Sequential cell	992	24800
Inverter	5	22.5
Antenna cell	15	37.5
Clock buffer	153	3110
Tap cell	1276	1600
Timing Repair Buffer	328	2800
Multi-Input combinational cell	2790	23200
Fill cell	8020	41100
Clock inverter	43	619
-- metrics by stage --
step                setup WS, ns  setup TNS (ns)
CTS                         2.13               0
floorplan                  -5.11        -5065.48
global route                1.85               0
detailed placement          2.17               0
global placement            2.22               0
finish                      1.76               0
-- cell families (layout without fill, tap and decap cells) --
kind of cell	count (synthesis)	after routing	synth area share
AND-OR/OR-AND	1104	1104	0.162
multiplexers	999	999	0.228
flip-flops	992	992	0.503
AND/OR/NAND/NOR	687	687	0.0688
buffers and inverters	433	529	0.0391
other	0	15	0
-- power by group through the flow --
stage                 sequential [mW]  combinational (mW)  clock (mW)
final                            5.21                1.45        3.98
after global routing             5.28                1.54        4.14
after CTS                        5.17                1.42        4.00
-- critical path: cells and delay by family --
family | cells | cell delay [ns]
buf+inv | 3 | 2.12
compound gates | 2 | 0.62
simple gates | 4 | 1.89
-- metal layers --
| metal | part of all wire | global-route usage | vias to the layer above |
|---|---|---|---|
| met4 | 0.086 | 0.308 | 14 |
| li1 | - | - | 16195 |
| met5 | 0.00059 | 0.0227 | - |
| met2 | 0.39 | 0.666 | 4288 |
| met1 | 0.34 | 0.666 | 21622 |
| met3 | 0.18 | 0.359 | 1432 |
-- worst max path at each step --
stage / slack, ns / endpoint / depth (start not counted) / startpoint
after CTS: 2.13 / rdata1[12] / 9 / r1[1]
after global routing: 1.85 / rdata1[12] / 9 / r1[1]
final: 1.76 / rdata1[12] / 9 / r1[1]
Power is estimated from default activity; no workload was simulated.
